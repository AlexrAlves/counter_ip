<file path="./run.sh">
#!/bin/bash
# OpenROAD 26Q1-2900-gdf79404cd8, Yosys 0.63+post, stock flow scripts
make -C /OpenROAD-flow-scripts/flow DESIGN_CONFIG=/design/flow/config.mk WORK_HOME=/design/flow/orfs finish
</file>
<file path="./config.mk">
export PLATFORM = sky130hd
export DESIGN_NAME = counter_ip
export DESIGN_NICKNAME = counter_ip
export VERILOG_FILES = /design/flow/design.v
export SDC_FILE = /design/flow/constraint.sdc
export NUM_CORES = 4
export LEC_CHECK = 1
export CORE_AREA = 10 10 87 87
export DIE_AREA = 0 0 97 97
</file>
<file path="./constraint.sdc">
current_design counter_ip

set clk_period 4.2
set clk_io_pct 0.2

create_clock -name clk0 -period $clk_period [get_ports {clk_i}]

set non_clock_inputs [all_inputs -no_clocks]
set_input_delay [expr $clk_period * $clk_io_pct] -clock clk0 $non_clock_inputs
set_output_delay [expr $clk_period * $clk_io_pct] -clock clk0 [all_outputs]
</file>
<file path="./design.v">
module counter_ip
  #(
   parameter OUTPUT_WIDTH = 16,
   parameter IDATA_WIDTH = 16
  )(
    input logic clk_i,
    input logic reset,
    input logic load,
    input logic enable, 
    input logic [IDATA_WIDTH - 1:0] data_in,
    output logic [OUTPUT_WIDTH - 1:0] count
  );
  always_ff@(posedge clk_i) 
  begin
    if(reset == 1 || count == '1) begin     
      count <= '0;
    end
    else if(load) begin     
      count <= data_in;
    end
    else if(enable) begin       
      count <= count + 1;
  	end
    else begin
      count <= count;
    end
  end
endmodule : counter_ip
</file>
==> impl_report.txt <==
PHYSICAL IMPLEMENTATION REPORT
----------------------------------------------------
[Drt]
  DR vias/cell ........................ 4.14
  Count of inserted antenna diode cells ........................ 0
  Remaining number of nets flagged by the antenna check after routing ........................ 0
  Routed length per placed instance ........................ 12.7 um
  Vias ........................ 885
  DRT Wirelength ........................ 2720 um
  DRT Pass-1 Iters ........................ 4
  Iteration-0 DRC Markers ........................ 59
  DRC violations left ........................ 0

[Die]
  Vertical die dimension ........................ 97 um
  Floorplan Core Area ........................ 0.00564 mm^2
  Total I/O pin count ........................ 36
  Die Wd ........................ 97 um
  Number of core rows ........................ 27
  Effective utilization at floorplan ........................ 15.9%
  Die ar. ........................ 0.00941 mm^2

[STA]
  Number of failing hold endpoints at the final stage ........................ 0
  Setup skew after layout ........................ 0.000996 ns
  Worst relative slew slack ........................ 40.5%
  Post-layout minimum cycle time ........................ 2.49 ns
  Total count of max-transition violations in the final report ........................ 0
  Worst-margin pin slew ........................ 0.886 ns
  Fmax ........................ 401 MHz
  Final worst-path cycle share ........................ 59.3%
  Total negative setup slack ........................ 0 ns
  RSZ-0062 raised after global routing ........................ no
  Number of setup violations in the final report ........................ 0

[Yosys]
  Mux area share ........................ 1.11%
  Fraction of post-synthesis cell area in the top cell type by area ........................ 35.7%
  Fraction of the mapped netlist area in adder cells ........................ 1.39%
  Warnings from Yosys ........................ 1
  Most used standard cells in the synthesized netlist ........................ sky130_fd_sc_hd__dfxtp_1, sky130_fd_sc_hd__nor2_1, sky130_fd_sc_hd__nand2_1, sky130_fd_sc_hd__xnor2_1, sky130_fd_sc_hd__a211oi_1
  Flip-flop cell with the highest count after synthesis ........................ sky130_fd_sc_hd__dfxtp_1
  Sequential fraction of the synthesis area ........................ 35.7%
  Post-synth cell types ........................ 31
  Register bit total from synthesis ........................ 16
  Synth logic family ........................ simple AND/OR/NAND/NOR gates
  Cell count after synthesis ........................ 108
  # Cells Yosys ........................ 108
  Synth top area cells ........................ sky130_fd_sc_hd__dfxtp_1, sky130_fd_sc_hd__xnor2_1, sky130_fd_sc_hd__a211oi_1
  Post-synthesis cell area ........................ 898 um^2
  Most common cell in the netlist ........................ sky130_fd_sc_hd__dfxtp_1
  Number of synthesized flops with an enable pin ........................ 0
  Area leader, netlist ........................ sky130_fd_sc_hd__dfxtp_1
  Area figure in the yosys stat output ........................ 898 um^2
  Synth Area in XOR/XNOR ........................ 11.7%
  Synthesized area divided by synthesized cell count ........................ 8.32 um^2
  Area fraction in compound gates after synthesis ........................ 17.5%
  Ys async rst share ........................ 0%
  Basic-gate share of the synthesized area counting and, or, nand and nor cells ........................ 29.0%

[Global routing]
  Antenna violations before repair ........................ 0
  Grt met3 use ........................ 1.65%
  Global-route usage over all layers ........................ 5.48%
  Via count of the first global-routing pass ........................ 873
  GR Overflow Total ........................ 0
  Top Usage Layer GRT ........................ met2
  First-pass GRT wire length ........................ 4390 um
  Largest net degree at the start of global routing ........................ 27
  Met2 usage ........................ 9.00%
  Met1 layer usage reported by global route ........................ 7.12%

[Clocking]
  Clock transition at the register clock pins on the worst setup and hold paths after CTS ........................ 0.06 ns
  Setup bufs post-CTS ........................ 0
  Cts bufs inserted ........................ 3
  Maximum buffer depth of the clock tree ........................ 2
  Clock tree from TritonCTS ........................ yes
  Count of clock tree sinks ........................ 16
  H-tree depth ........................ 1
  Late-Pin Clk Latency ........................ 0.25 ns
  Post_cts resized ........................ 0
  Clock Tree Root ........................ sky130_fd_sc_hd__clkbuf_8
  CTS hold repair buffers ........................ 0

[Pwr]
  Clock share of power ........................ 35.4%
  Power share of the sequential group ........................ 46.4%
  Switching power total ........................ 0.0904 mW
  Power density of the placed cells ........................ 279 mW/mm^2
  Switching share of power ........................ 23.6%
  Worst vdd ir ........................ 89.7 uV
  Share of total power in combinational logic ........................ 18.1%
  Power Internal ........................ 0.292 mW
  Lkg Pwr ........................ 0.437 nW

[Setup path]
  Req. time, crit path ........................ 4.33 ns
  Setup crit start kind ........................ input pin
  Type of the worst setup path ........................ input pin to flop
  Arrival @ worst endpoint ........................ 2.62 ns
  Critical path capture point type ........................ flop
  Reg2reg setup slack ........................ 2.08 ns
  Maximum fanout count along the critical path ........................ 26

[Final layout]
  Area Growth Syn to Fin ........................ 52.8%
  Largest registers ........................ count: 16 flops
  Filler cells ........................ 608
  Number of flip-flops in the largest register ........................ 16
  Proportion of layout cells with a drive suffix above 1 ........................ 4.93%
  Top register by number of flip-flops ........................ count
  Final core utilization ........................ 24.3%

[Placement]
  Count of port buffers added during placement ........................ 35
  GP Congestion ........................ 0.804
  DP HPWL ........................ 2190 um

[Outcome]
  Status ........................ finished clean

[Run]
  Number of OpenROAD warnings ........................ 25
  Number of max-cap violations ........................ 0

[Min path]
  Path category of the worst min-delay check ........................ flop to flop

----------------------------------------------------
through the flow:
stage / power [mW] / setup slack (ns) / hold slack (ns) / instance area, um^2 / instances
floorplan: 0.205 / 2.21 / 0.476 / 898 / 108
global placement: 0.252 / 1.50 / 0.517 / 1320 / 210
detailed placement: 0.252 / 1.44 / 0.522 / 1320 / 210
CTS: 0.389 / 1.70 / 0.534 / 1370 / 214
global route: 0.403 / 1.59 / 0.555 / 1370 / 214
finish: 0.383 / 1.71 / 0.529 / 1370 / 214
path summary, 6_finish.rpt:
kind,start,to,cells after the start
max reg2reg,count[0]$_SDFFE_PP0P_,count[1]$_SDFFE_PP0P_,5
max,load,count[14]$_SDFFE_PP0P_,4
min,count[15]$_SDFFE_PP0P_,count[15]$_SDFFE_PP0P_,2
min reg2reg,count[15]$_SDFFE_PP0P_,count[15]$_SDFFE_PP0P_,2
layout make-up:
class / count / area, um^2 / share of cell area, %
clock buffers: 4 / 55.1 / 4.01
inverters: 3 / 11.3 / 0.820
multi-input cells: 84 / 546 / 39.7
flip-flops and latches: 16 / 320 / 23.3
well taps: 72 / 90.1 / 6.56
repair buffers: 35 / 350 / 25.5
kinds of logic (layout without fill, tap and decap cells):
logic type,count (synthesis),in the layout
AOI/OAI and AO/OA,22,22
and+or+nand+nor,48,48
xor gates and xnor gates,12,12
buffers and inverters,8,42
muxes,1,1
DFF,16,16
adders and majority gates,1,1
metal layers:
metal	up-vias	wire, um
li1	460	-
met1	406	1330
met2	19	1250
met3	0	140
met4	0	0
met5	-	0
worst max-delay path, stage by stage:
cell	delay (ns)
sky130_fd_sc_hd__clkdlybuf4s50_1	0.66
sky130_fd_sc_hd__clkinv_1	0.62
sky130_fd_sc_hd__o221ai_1	0.43
sky130_fd_sc_hd__nor3b_1	0.08
cells in the final DEF, fill, tap and decap left out, types with 3 or more instances in the layout:
cell type	instances
sky130_fd_sc_hd__a211oi_1	9
sky130_fd_sc_hd__a21oi_1	3
sky130_fd_sc_hd__clkbuf_8	4
sky130_fd_sc_hd__clkdlybuf4s50_1	35
sky130_fd_sc_hd__dfxtp_1	16
sky130_fd_sc_hd__nand2_1	10
sky130_fd_sc_hd__nand4_1	5
sky130_fd_sc_hd__nor2_1	15
sky130_fd_sc_hd__nor4_1	4
sky130_fd_sc_hd__o221ai_1	3
sky130_fd_sc_hd__xnor2_1	10
power by group through the flow:
| stage | logic (mW) | clock network [mW] | registers [mW] |
|---|---|---|---|
| 5_1_grt | 0.0768 | 0.146 | 0.180 |
| 6_report | 0.0694 | 0.136 | 0.178 |
| 4_1_cts | 0.0714 | 0.140 | 0.178 |
Power and IR drop assume default switching activity.
